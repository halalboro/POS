==> flow/design.v <==
package block_types;
parameter BLOCK_WIDTH   = 512;
parameter       TX_ST_BIT   = 6'd51;
parameter       TX_END_BIT  = 6'd44;
parameter       RX_ST_BIT   = 6'd43;
parameter       RX_END_BIT  = 6'd36;
parameter       ACK_BIT     = 6'd60;
parameter       RTRY_BIT    = 6'd53;
parameter       REQ_BIT     = 6'd52;
parameter       CRED_ST_BIT = 6'd59;
parameter       CRED_ND_BIT = 6'd52;
parameter NUM_BLOCK_DATA_WORDS      = 7;
parameter NUM_BLOCK_DATA_WORDS_BITS = 3;
parameter BLOCK_CRC_BITS   = 24;
parameter CD_LINK_CREDITS  = 32;
parameter MD_LINK_CREDITS  = 256;
parameter CO_LINK_CREDITS  = 32;
parameter MOC_LINK_CREDITS = 32;
parameter CD_CREDIT_INC    = 8;
parameter CO_CREDIT_INC    = 8;
parameter MOC_CREDIT_INC   = 1;
parameter WORD_WIDTH           = 64;
parameter VC_CO_MAX_SIZE       = 7;
parameter VC_CO_MAX_SIZE_BITS  = 3;
parameter VC_CD_MAX_SIZE       = 7;
parameter VC_CD_MAX_SIZE_BITS  = 3;
parameter VC_IO_MAX_SIZE       = 7;
parameter VC_IO_MAX_SIZE_BITS  = 3;
parameter VC_MCD_MAX_SIZE      = 7;
parameter VC_MCD_MAX_SIZE_BITS = 3;
parameter VC_MXC_MAX_SIZE      = 7;
parameter VC_MXC_MAX_SIZE_BITS = 3;
parameter NUM_CO_VCS           = 6;
parameter NUM_CD_VCS           = 4;
parameter NUM_IO_VCS           = 2;
parameter [1:0] MXC_CIC  = 2'd3;
parameter [1:0] MXC_GMR  = 2'd2;
parameter [1:0] MXC_SSO  = 2'd1;
parameter [1:0] MXC_FPA  = 2'd0;
parameter [3:0] MXC_LWA  = 4'd1;
parameter [3:0] MXC_CIC_SZ  = 4'd11;
parameter [3:0] MXC_DMODE = 4'd10;
parameter [3:0] MXC_VALUE0 = 4'd11;
parameter [3:0] DOWNSTREAM_CTRL_CMD = 4'h8;
parameter  [7:0]   RSL_ID      = 8'h7E;
typedef enum bit[2:0] {
    BTYPE_IDLE = 3'b111,
    BTYPE_LO   = 3'b100,
    BTYPE_HI   = 3'b101,
    BTYPE_SYNC = 3'b110
} Block_Type_t;
typedef struct packed {
    bit [NUM_BLOCK_DATA_WORDS-1:0][63:0]    Data;
    bit [39:0]                              custom_fields;
    bit [23:0]                              Crc24;
} Block_t;
typedef struct packed {
    bit [NUM_BLOCK_DATA_WORDS-1:0][63:0]    Data;
    Block_Type_t                            Type;
    bit                                     Ack;
    bit [NUM_BLOCK_DATA_WORDS:0]            Credits;
    bit [NUM_BLOCK_DATA_WORDS-1:0][3:0]     Vcs;
    bit [23:0]                              Crc24;
} DataBlock_t;
typedef struct packed {
    Block_Type_t        Type;
    bit                 Ack;
    bit [5:0]           Zeros;
    bit [1:0]           Req;
    bit [11:0]          Zeros2;
    bit [7:0]           TxSEQ;
    bit [7:0]           RxSEQ;
    bit [23:0]          Crc24;
} SyncBlock_t;
typedef struct packed {
    bit [63:0]    data;
    bit [15:0]    addr;
    bit           valid;
    bit           isWrite;
} SoftRegReq;
typedef struct packed {
    bit [63:0]    data;
    bit           valid;
} SoftRegResp;
endpackage
package eci_package;
parameter  [1:0]  LOCAL_NODE_ID_FIXED = 2'b01;
parameter  [1:0]  MASTER_NODE_ID      = 2'b00;
typedef struct packed {
    logic [2:0] 		pp;
    logic [2:0] 		bus;
} eci_ppvid_t;
typedef
enum logic [4:0]
{ 		  ECI_IREQ_IOBLD		= 5'b00000,
       	ECI_IREQ_IOBST		= 5'b00010,
       	ECI_IREQ_IOBSTA		= 5'b00011,
       	ECI_IREQ_IOBSTP		= 5'b00100,
       	ECI_IREQ_IOBSTPA	= 5'b00101,
       	ECI_IREQ_IOBADDR	= 5'b00110,
       	ECI_IREQ_IOBADDRA	= 5'b00111,
       	ECI_IREQ_LMTST		= 5'b01000,
       	ECI_IREQ_LMTSTA		= 5'b01001,
       	ECI_IREQ_IAADD		= 5'b10000,
       	ECI_IREQ_IACLR		= 5'b10010,
       	ECI_IREQ_IASET		= 5'b10011,
       	ECI_IREQ_IASWP		= 5'b10100,
       	ECI_IREQ_IACAS		= 5'b10101,
       	ECI_IREQ_SLILD		= 5'b11100,
       	ECI_IREQ_SLIST		= 5'b11101,
       	ECI_IREQ_IDLE		  = 5'b11111
} eci_ireq_cmd_t;
typedef
enum logic [4:0]
{ 	  	ECI_IRSP_IOBRSP		= 5'b00000,
       	ECI_IRSP_IOBACK		= 5'b00001,
       	ECI_IRSP_SLIRSP		= 5'b00010,
       	ECI_IRSP_IDLE	  	= 5'b11111
} eci_irsp_cmd_t;
typedef
     enum logic [3:0]
     {  
       ECI_SIZE1_OFFSET0  = 4'h0,
       ECI_SIZE1_OFFSET1  = 4'h1,
       ECI_SIZE1_OFFSET2  = 4'h2,
       ECI_SIZE1_OFFSET3  = 4'h3,
       ECI_SIZE1_OFFSET4  = 4'h4,
       ECI_SIZE1_OFFSET5  = 4'h5,
       ECI_SIZE1_OFFSET6  = 4'h6,
       ECI_SIZE1_OFFSET7  = 4'h7,
       ECI_SIZE2_OFFSET0  = 4'h8,
       ECI_SIZE2_OFFSET2  = 4'h9,
       ECI_SIZE2_OFFSET4  = 4'ha,
       ECI_SIZE2_OFFSET6  = 4'hb,
       ECI_SIZE4_OFFSET0  = 4'hc,
       ECI_SIZE4_OFFSET4  = 4'hd,
       ECI_SIZE8_OFFSET0  = 4'he,
       ECI_SIZE16_OFFSET0 = 4'hf
       } eci_szoff_t;
typedef union packed
{
    eci_ireq_cmd_t 		ireq;
    eci_irsp_cmd_t 		irsp;
} eci_command_t;
typedef struct packed {
    logic [0:0] 		unused0;	 
    eci_ppvid_t 		ppvid;		 
    logic [2:0] 		flid;		 
    logic [1:0] 		el;			 
    logic 				ns;			 
    logic 				be;			 
    logic [7:0] 		did;		 
    logic [32:0] 		addr;		 
    eci_szoff_t 		szoff;		 
} eci_ireq_byte_t;		 
typedef struct packed {
    logic [0:0] 		unused3;	 
    eci_ppvid_t 		ppvid;		 
    logic [2:0] 		flid;		 
    logic [2:0] 		unused2;	 
    logic 				nxm;		 
    logic [7:0] 		unused1;	 
    logic [32:0] 		unused0;	 
    logic [3:0] 		size;		 
} eci_irsp_rsp_t;
typedef struct  packed {
    logic [0:0]               unused5;         
    eci_ppvid_t               ppvid;           
    logic [2:0]               unused4;         
    logic [3:0]               unused3;         
    logic [7:0]               unused2;         
    logic [35:3]              unused1;         
    logic [3:0]               unused0;         
} eci_irsp_ack_t;
typedef union packed
{
    eci_ireq_byte_t 		ireq_byte;
    eci_irsp_ack_t 			irsp_ack;
    eci_irsp_rsp_t 			irsp_rsp;
 } eci_reqinfo_t;
typedef struct packed
{
	eci_command_t	cmd;
	eci_reqinfo_t   info;
} eci_request_t;
typedef struct  packed {
    logic [55:0]              unused;
    logic [1:0]               vl;
    logic [1:0]               pl;
    logic [3:0]               cmd;
} gic_dwnstr_ctrl_ack_t;
parameter [35:0]    ECI_COM_NODE            = 36'h011000000,
                    ECI_WIN_WR_DATA         = 36'h011000040,
                    ECI_WIN_RD_DATA         = 36'h011000050,
                    ECI_COM_LINK0_CTL       = 36'h011000020,
                    ECI_COM_LINK1_CTL       = 36'h011000028,
                    ECI_COM_LINK2_CTL       = 36'h011000030,
                    ECI_TLK0_LNK_DATA       = 36'h011010028,
                    ECI_TLK1_LNK_DATA       = 36'h011012028,
                    ECI_TLK2_LNK_DATA       = 36'h011014028,
                    ECI_RLK0_LNK_DATA       = 36'h011018028,
                    ECI_RLK1_LNK_DATA       = 36'h01101a028,
                    ECI_RLK2_LNK_DATA       = 36'h01101c028,
                    ECI_TLK0_MCD_CTL        = 36'h011010020,
                    ECI_TLK1_MCD_CTL        = 36'h011012020,
                    ECI_TLK2_MCD_CTL        = 36'h011014020,
                    ECI_RLK0_MCD_CTL        = 36'h011018020,
                    ECI_RLK1_MCD_CTL        = 36'h01101a020,
                    ECI_RLK2_MCD_CTL        = 36'h01101c020,
                    ECI_RLK0_ENABLES        = 36'h011018000,
                    ECI_RLK1_ENABLES        = 36'h01101a000,
                    ECI_RLK2_ENABLES        = 36'h01101c000,
                    ECI_PP_RD_DATA          = 36'h0110000d0,
                    ECI_QLM0_CFG            = 36'h01100F800,
                    ECI_QLM1_CFG            = 36'h01100F808,
                    ECI_QLM2_CFG            = 36'h01100F810,
                    ECI_QLM3_CFG            = 36'h01100F818,
                    ECI_QLM4_CFG            = 36'h01100F820,
                    ECI_QLM5_CFG            = 36'h01100F828
                    ;
typedef struct packed {
    bit [53:0]      unused1;
    bit       cclk_dis;
    bit       loop_back;
    bit       reinit;
    bit       unused0;
    bit       auto_clr;
    bit       drop;
    bit       up;
    bit       valid;
    bit [1:0]   id;
} com_lnkx_ctl_t;
typedef struct packed {
    bit [59:0]      unused;
    bit       fixed_pin;
    bit       fixed;
    bit [1:0]   id;
} com_node_t;
typedef struct packed {
    bit [7:0]       unused;
    bit [55:0]      data;
} tlkx_lnk_data_t;
typedef struct packed {
    bit             rcvd;
    bit [6:0]       unused;
    bit [55:0]      data;
} rlkx_lnk_data_t;
typedef struct packed {
    bit [63:2]      unused;
    bit [1:0]       sort;
} com_dual_sort_t;
typedef struct packed {
    bit [3:0]        ser_low;
    bit [17:0]       unused3;
    bit [9:0]        ser_limit;
    bit              cdr_dis;
    bit [3:0]        unused2;
    bit              trn_rxeq_only;
    bit              timer_dis;
    bit              trn_ena;
    bit [3:0]        ser_lane_ready;
    bit [3:0]        ser_lane_bad;
    bit [8:0]        unused1;
    bit              ser_lane_rev;
    bit              ser_rxpol_auto;
    bit              ser_rxpol;
    bit              ser_txpol;
    bit [1:0]        unused0;
    bit              ser_local;
} qlm_cfg_t;
endpackage
module mem #(
    parameter DATA_WIDTH = 32,
    parameter ADDR_WIDTH = 8
) (
    input  wire                     clk,
    input  wire                     we, 
    input  wire [ADDR_WIDTH-1:0]    waddr, 
    input  wire [DATA_WIDTH-1:0]    din,
    input  wire [ADDR_WIDTH-1:0]    raddr,
    output reg  [DATA_WIDTH-1:0]    dout
);
(* ram_extract = "yes", ram_style = "block" *)
reg  [DATA_WIDTH-1:0]         mem_b[0:2**ADDR_WIDTH-1];
always @(posedge clk) begin
    if (we) begin 
        mem_b[waddr] <= din;
    end
    dout  <= mem_b[raddr];
end
endmodule
==> flow/run.sh <==
#!/bin/bash
# OpenROAD 26Q1-2900-gdf79404cd8, Yosys 0.63+post, stock flow scripts
make -C /OpenROAD-flow-scripts/flow DESIGN_CONFIG=/design/flow/config.mk WORK_HOME=/design/flow/orfs finish
==> flow/config.mk <==
export PLATFORM = sky130hd
export DESIGN_NAME = mem
export DESIGN_NICKNAME = mem
export VERILOG_FILES = /design/flow/design.v
export SDC_FILE = /design/flow/constraint.sdc
export NUM_CORES = 4
export LEC_CHECK = 1
export CORE_UTILIZATION = 30
export SYNTH_MEMORY_MAX_BITS = 65536
==> flow/constraint.sdc <==
current_design mem

set clk_period 23.9
set clk_io_pct 0.2

create_clock -name clk0 -period $clk_period [get_ports {clk}]

set non_clock_inputs [all_inputs -no_clocks]
set_input_delay [expr $clk_period * $clk_io_pct] -clock clk0 $non_clock_inputs
set_output_delay [expr $clk_period * $clk_io_pct] -clock clk0 [all_outputs]
==> GITHUB_STEP_SUMMARY <==
## Implementation flow summary

| Metric | Value |
|---|---|
| IO Pins | `82` |
| Critical Path AT | `11880 ps` |
| Largest net degree at the start of global routing | `approximately 110` |
| Die ar. | `1060000 um2` |
| CP Class | `input pin to register` |
| FILL cells | `95116` |
| DPL Wire Length | `594 mm` |
| MI comb area | `66500 um2` |
| CP required | `approximately 25000 ps` |
| RSZ-0062 raised after global routing | `no` |
| Grt met3 use | `18.9%` |
| Slew Limit Fails | `2` |
| Post-DP Area | `339000 um2` |
| Post-Syn Area per Cell | `21.9 um2` |
| Share of layout cells above drive strength 1 | `25.7%` |
| Core box area | `1050000 um2` |
| Final ANT Viol Nets | `0` |
| Worst clock skew | `~73 ps` |
| Critical path buffers and inverters | `8` |
| Top Usage Layer GRT | `met2` |
| Layout Cells excl Fill | `30198` |
| Crit-path slowest cell | `nor4_1` |
| Worst slack at placement | `11910 ps` |
| Post-DR wirelength/cell | `32.4 um` |
| First-pass GRT wire length | `~1300 mm` |
| CP max stage delay | `910 ps` |
| Area growth, synth to finish | `15.5%` |
| Slew HR | `-4.73%` |
| Total number of yosys warnings | `1` |
| Die Height | `1.03 mm` |
| Site row count | `376` |
| Initial Util | `30.1%` |
| Postcts setup bufs | `0` |
| Worst hold-check path type | `register to register` |
| Yosys chip area | `316000 um2` |
| Max-cap violations | `1` |
| Top_reg_cell synth | `edfxtp_1` |
| Post-Syn Area | `316000 um2` |
| GR Util met2 | `28.3%` |
| DRT iter0 DRCs | `~12000` |
| Ys cells | `between 10000 and 15000` |
| Tool warning count | `34` |
| Worst setup EP type | `register` |
| Largest area contributor in the netlist | `edfxtp_1` |
| Synth async-reset ratio | `0%` |
| Cells after DPL | `28602` |
| Vias in the first global route | `168735` |
| Critical path peak fanout | `73` |
| Buffers added on ports | `just over 80` |
| Final worst setup slack | `13080 ps` |
| Tot Pwr | `29.6 mW` |
| GRT Total Usage | `19.8%` |
| Final count of hold timing violations | `0` |
| Area leader share | `77.9%` |
| CTS H-tree depth | `6` |
| Leakage | `113 nW` |
| Worst-Margin Slew | `1560 ps` |
| Post-cts sizing count | `0` |
| Via-to-Cell Ratio | `5.17` |
| Pwr Density | `81.2 nW/um2` |
| Cycle use final | `45.3%` |
| Sink Count | `8224` |
| Status | `finished with violations` |
| CTS root buffer | `clkbuf_16` |
| FF/Latch Area | `247000 um2` |
| Initial antenna violation count | `93` |
| Total grt overflow | `0` |
| Worst path top cell family by delay | `buffers and inverters` |
| Cts hold-fix bufs | `0` |
| Worst setup SP type | `input pin` |
| Peak VDD IR | `86.8 uV` |
| Number of enable flip-flop cells | `between 8000 and 9000` |
| Reg clk slew, reported paths | `60 ps` |
| Clk ins delay skew pair | `between 1000 and 1500 ps` |
| Die X | `1.03 mm` |
| Crit-path most repeated cell | `buf_4` |
| Synth Instances | `14435` |
| Post-route DRC | `0` |
| M1 GR Usage | `18.3%` |
| #FFs+latches synth | `around 8200` |
| Setup TNS | `0 ps` |
| Synth Seq Share | `78.1%` |
| CTS Buffer Depth | `4` |
| Vias | `156021` |
| Worst-path cell chain | `buf_16 > buf_4 > buf_12 > buf_4 > buf_12 > buf_4 > buf_4 > buf_4 > mux4_2 > nor2b_1 > a211oi_1 > nor4_1 > o2111ai_1 > nor4b_2` |
| Overall routed net length | `980 mm` |
| Max Freq | `about 90 MHz` |
| Min Clock Period, post-route | `~11000 ps` |
| Design area | `365000 um2` |
| Setup violators final | `0` |
| TritonCTS clock tree | `done` |
| DR pass1 iterations | `6` |
| Gp weighted congestion | `0.932` |
| Total CTS buffers | `around 800` |
| Failing checks | `capacitance limit, slew limit` |
| Top cells by area, synth | `edfxtp_1 78%, mux4_2 11%, mux2i_1 3.9%` |
| Synth cell types | `62` |
==> metal layers <==
metal  wire, um  share of wire [%]
met1     273000                 28
met2     439000                 45
met3     206000                 21
met4      59800                6.1
met5       2500               0.26
==> cell type report <==
cell class	instances	share of cell area [%]
diodes	145	0.0995
clock buffers	1015	5.77
clock inverters	436	1.08
inverters	27	0.0319
multi-input cells	5307	18.2
flip-flops and latches	8224	67.6
well taps	13986	4.80
repair buffers	1058	2.35
==> path summary, 6_finish.rpt <==
check                 startpoint        to  slack [ps]  depth (start not counted)
hold / removal    mem_b[238][28]  dout[28]         990                          4
hold reg to reg   mem_b[238][28]  dout[28]         990                          4
setup / recovery        raddr[0]  dout[13]       13080                         14
setup reg to reg  mem_b[113][10]  dout[10]       19600                          7
==> cell families after synthesis <==
| logic type | after synthesis | share of synthesized area, % |
|---|---|---|
| flops | 8224 | 78.1 |
| mux | 2877 | 15.3 |
| compound gates | 1422 | 3.26 |
| simple gates | 1008 | 1.62 |
| buf+inv | 904 | 1.68 |
==> through the flow <==
step | hold slack [ps] | util [%]
after floorplan | 815 | -
after CTS | 988 | 34.7
final | 991 | 34.8
after global routing | 995 | 34.8
after detailed placement | 956 | 32.4
after global placement | 959 | 32.3
==> worst reg2reg max path: cells and delay by family, from the launching register on <==
kind             cells  cell delay, ps
multiplexers         1              70
AND/OR/NAND/NOR      4            1880
AND-OR/OR-AND        2            1970
flip-flops           1             320
==> power by group <==
part	internal (mW)	switching (mW)
clock	6.72	5.41
sequential	15.9	0.0498
combinational	0.495	1.05
==> sequential cells by signal, summed over array words and instances (netlist names) <==
signal  cells
dout       32
mem_b    8192
==> cells in the mapped netlist, types with 5 or more instances <==
cell type,instances
o22ai_1,181
nor2b_1,59
or2_2,19
mux2i_1,1234
or4_1,25
nand4_1,67
buf_1,56
o31ai_1,5
a22o_1,22
nor4b_2,5
buf_8,40
a311oi_1,26
mux4_2,1534
o21a_1,8
o221ai_1,383
buf_2,180
nand3_1,85
buf_4,108
a31oi_1,9
nor3_1,139
o211ai_1,35
nand2b_1,53
buf_12,5
nor2_1,383
a21oi_1,313
a211oi_1,74
o21ai_0,50
a22oi_1,131
nor4_1,44
edfxtp_1,8192
nand2_1,63
dfxtp_1,32
or3_1,28
clkbuf_1,387
inv_1,26
a2111oi_0,67
and4bb_1,15
a221oi_1,97
mux4_1,10
mux2_2,99
o2111ai_1,10
buf_6,101
==> layout by cell type (no fill, tap or decap), types with 22 or more instances in the layout <==
cell type,n
a21oi_1,311
clkinv_2,135
o221ai_1,383
mux2_2,99
nor2b_1,55
a2111oi_2,27
edfxtp_1,8192
nor4_1,38
or3_1,27
a221oi_1,96
clkinv_1,184
clkbuf_16,806
a211oi_1,69
or4_1,25
dfxtp_1,32
clkdlybuf4s50_1,43
diode_2,145
inv_1,25
clkbuf_1,201
buf_4,952
mux2i_1,1234
a22o_1,22
a22oi_1,131
nand2b_1,51
nor2_1,119
nand4_1,67
nand2_1,54
o211ai_1,35
buf_8,38
mux4_2,1534
bufinv_16,45
o21ai_0,41
nor2_4,259
nand3_1,66
o22ai_1,181
nor3_1,135
No activity file was given, so power comes from the tool's default toggle rates.
