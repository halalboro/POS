===== /design/flow/design.v =====
package block_types;
parameter BLOCK_WIDTH   = 512;
parameter       TX_ST_BIT   = 6'd51;
parameter       TX_END_BIT  = 6'd44;
parameter       RX_ST_BIT   = 6'd43;
parameter       RX_END_BIT  = 6'd36;
parameter       ACK_BIT     = 6'd60;
parameter       RTRY_BIT    = 6'd53;
parameter       REQ_BIT     = 6'd52;
parameter       CRED_ST_BIT = 6'd59;
parameter       CRED_ND_BIT = 6'd52;
parameter NUM_BLOCK_DATA_WORDS      = 7;
parameter NUM_BLOCK_DATA_WORDS_BITS = 3;
parameter BLOCK_CRC_BITS   = 24;
parameter CD_LINK_CREDITS  = 32;
parameter MD_LINK_CREDITS  = 256;
parameter CO_LINK_CREDITS  = 32;
parameter MOC_LINK_CREDITS = 32;
parameter CD_CREDIT_INC    = 8;
parameter CO_CREDIT_INC    = 8;
parameter MOC_CREDIT_INC   = 1;
parameter WORD_WIDTH           = 64;
parameter VC_CO_MAX_SIZE       = 7;
parameter VC_CO_MAX_SIZE_BITS  = 3;
parameter VC_CD_MAX_SIZE       = 7;
parameter VC_CD_MAX_SIZE_BITS  = 3;
parameter VC_IO_MAX_SIZE       = 7;
parameter VC_IO_MAX_SIZE_BITS  = 3;
parameter VC_MCD_MAX_SIZE      = 7;
parameter VC_MCD_MAX_SIZE_BITS = 3;
parameter VC_MXC_MAX_SIZE      = 7;
parameter VC_MXC_MAX_SIZE_BITS = 3;
parameter NUM_CO_VCS           = 6;
parameter NUM_CD_VCS           = 4;
parameter NUM_IO_VCS           = 2;
parameter [1:0] MXC_CIC  = 2'd3;
parameter [1:0] MXC_GMR  = 2'd2;
parameter [1:0] MXC_SSO  = 2'd1;
parameter [1:0] MXC_FPA  = 2'd0;
parameter [3:0] MXC_LWA  = 4'd1;
parameter [3:0] MXC_CIC_SZ  = 4'd11;
parameter [3:0] MXC_DMODE = 4'd10;
parameter [3:0] MXC_VALUE0 = 4'd11;
parameter [3:0] DOWNSTREAM_CTRL_CMD = 4'h8;
parameter  [7:0]   RSL_ID      = 8'h7E;
typedef enum bit[2:0] {
    BTYPE_IDLE = 3'b111,
    BTYPE_LO   = 3'b100,
    BTYPE_HI   = 3'b101,
    BTYPE_SYNC = 3'b110
} Block_Type_t;
typedef struct packed {
    bit [NUM_BLOCK_DATA_WORDS-1:0][63:0]    Data;
    bit [39:0]                              custom_fields;
    bit [23:0]                              Crc24;
} Block_t;
typedef struct packed {
    bit [NUM_BLOCK_DATA_WORDS-1:0][63:0]    Data;
    Block_Type_t                            Type;
    bit                                     Ack;
    bit [NUM_BLOCK_DATA_WORDS:0]            Credits;
    bit [NUM_BLOCK_DATA_WORDS-1:0][3:0]     Vcs;
    bit [23:0]                              Crc24;
} DataBlock_t;
typedef struct packed {
    Block_Type_t        Type;
    bit                 Ack;
    bit [5:0]           Zeros;
    bit [1:0]           Req;
    bit [11:0]          Zeros2;
    bit [7:0]           TxSEQ;
    bit [7:0]           RxSEQ;
    bit [23:0]          Crc24;
} SyncBlock_t;
typedef struct packed {
    bit [63:0]    data;
    bit [15:0]    addr;
    bit           valid;
    bit           isWrite;
} SoftRegReq;
typedef struct packed {
    bit [63:0]    data;
    bit           valid;
} SoftRegResp;
endpackage
package eci_package;
parameter  [1:0]  LOCAL_NODE_ID_FIXED = 2'b01;
parameter  [1:0]  MASTER_NODE_ID      = 2'b00;
typedef struct packed {
    logic [2:0] 		pp;
    logic [2:0] 		bus;
} eci_ppvid_t;
typedef
enum logic [4:0]
{ 		  ECI_IREQ_IOBLD		= 5'b00000,
       	ECI_IREQ_IOBST		= 5'b00010,
       	ECI_IREQ_IOBSTA		= 5'b00011,
       	ECI_IREQ_IOBSTP		= 5'b00100,
       	ECI_IREQ_IOBSTPA	= 5'b00101,
       	ECI_IREQ_IOBADDR	= 5'b00110,
       	ECI_IREQ_IOBADDRA	= 5'b00111,
       	ECI_IREQ_LMTST		= 5'b01000,
       	ECI_IREQ_LMTSTA		= 5'b01001,
       	ECI_IREQ_IAADD		= 5'b10000,
       	ECI_IREQ_IACLR		= 5'b10010,
       	ECI_IREQ_IASET		= 5'b10011,
       	ECI_IREQ_IASWP		= 5'b10100,
       	ECI_IREQ_IACAS		= 5'b10101,
       	ECI_IREQ_SLILD		= 5'b11100,
       	ECI_IREQ_SLIST		= 5'b11101,
       	ECI_IREQ_IDLE		  = 5'b11111
} eci_ireq_cmd_t;
typedef
enum logic [4:0]
{ 	  	ECI_IRSP_IOBRSP		= 5'b00000,
       	ECI_IRSP_IOBACK		= 5'b00001,
       	ECI_IRSP_SLIRSP		= 5'b00010,
       	ECI_IRSP_IDLE	  	= 5'b11111
} eci_irsp_cmd_t;
typedef
     enum logic [3:0]
     {  
       ECI_SIZE1_OFFSET0  = 4'h0,
       ECI_SIZE1_OFFSET1  = 4'h1,
       ECI_SIZE1_OFFSET2  = 4'h2,
       ECI_SIZE1_OFFSET3  = 4'h3,
       ECI_SIZE1_OFFSET4  = 4'h4,
       ECI_SIZE1_OFFSET5  = 4'h5,
       ECI_SIZE1_OFFSET6  = 4'h6,
       ECI_SIZE1_OFFSET7  = 4'h7,
       ECI_SIZE2_OFFSET0  = 4'h8,
       ECI_SIZE2_OFFSET2  = 4'h9,
       ECI_SIZE2_OFFSET4  = 4'ha,
       ECI_SIZE2_OFFSET6  = 4'hb,
       ECI_SIZE4_OFFSET0  = 4'hc,
       ECI_SIZE4_OFFSET4  = 4'hd,
       ECI_SIZE8_OFFSET0  = 4'he,
       ECI_SIZE16_OFFSET0 = 4'hf
       } eci_szoff_t;
typedef union packed
{
    eci_ireq_cmd_t 		ireq;
    eci_irsp_cmd_t 		irsp;
} eci_command_t;
typedef struct packed {
    logic [0:0] 		unused0;	 
    eci_ppvid_t 		ppvid;		 
    logic [2:0] 		flid;		 
    logic [1:0] 		el;			 
    logic 				ns;			 
    logic 				be;			 
    logic [7:0] 		did;		 
    logic [32:0] 		addr;		 
    eci_szoff_t 		szoff;		 
} eci_ireq_byte_t;		 
typedef struct packed {
    logic [0:0] 		unused3;	 
    eci_ppvid_t 		ppvid;		 
    logic [2:0] 		flid;		 
    logic [2:0] 		unused2;	 
    logic 				nxm;		 
    logic [7:0] 		unused1;	 
    logic [32:0] 		unused0;	 
    logic [3:0] 		size;		 
} eci_irsp_rsp_t;
typedef struct  packed {
    logic [0:0]               unused5;         
    eci_ppvid_t               ppvid;           
    logic [2:0]               unused4;         
    logic [3:0]               unused3;         
    logic [7:0]               unused2;         
    logic [35:3]              unused1;         
    logic [3:0]               unused0;         
} eci_irsp_ack_t;
typedef union packed
{
    eci_ireq_byte_t 		ireq_byte;
    eci_irsp_ack_t 			irsp_ack;
    eci_irsp_rsp_t 			irsp_rsp;
 } eci_reqinfo_t;
typedef struct packed
{
	eci_command_t	cmd;
	eci_reqinfo_t   info;
} eci_request_t;
typedef struct  packed {
    logic [55:0]              unused;
    logic [1:0]               vl;
    logic [1:0]               pl;
    logic [3:0]               cmd;
} gic_dwnstr_ctrl_ack_t;
parameter [35:0]    ECI_COM_NODE            = 36'h011000000,
                    ECI_WIN_WR_DATA         = 36'h011000040,
                    ECI_WIN_RD_DATA         = 36'h011000050,
                    ECI_COM_LINK0_CTL       = 36'h011000020,
                    ECI_COM_LINK1_CTL       = 36'h011000028,
                    ECI_COM_LINK2_CTL       = 36'h011000030,
                    ECI_TLK0_LNK_DATA       = 36'h011010028,
                    ECI_TLK1_LNK_DATA       = 36'h011012028,
                    ECI_TLK2_LNK_DATA       = 36'h011014028,
                    ECI_RLK0_LNK_DATA       = 36'h011018028,
                    ECI_RLK1_LNK_DATA       = 36'h01101a028,
                    ECI_RLK2_LNK_DATA       = 36'h01101c028,
                    ECI_TLK0_MCD_CTL        = 36'h011010020,
                    ECI_TLK1_MCD_CTL        = 36'h011012020,
                    ECI_TLK2_MCD_CTL        = 36'h011014020,
                    ECI_RLK0_MCD_CTL        = 36'h011018020,
                    ECI_RLK1_MCD_CTL        = 36'h01101a020,
                    ECI_RLK2_MCD_CTL        = 36'h01101c020,
                    ECI_RLK0_ENABLES        = 36'h011018000,
                    ECI_RLK1_ENABLES        = 36'h01101a000,
                    ECI_RLK2_ENABLES        = 36'h01101c000,
                    ECI_PP_RD_DATA          = 36'h0110000d0,
                    ECI_QLM0_CFG            = 36'h01100F800,
                    ECI_QLM1_CFG            = 36'h01100F808,
                    ECI_QLM2_CFG            = 36'h01100F810,
                    ECI_QLM3_CFG            = 36'h01100F818,
                    ECI_QLM4_CFG            = 36'h01100F820,
                    ECI_QLM5_CFG            = 36'h01100F828
                    ;
typedef struct packed {
    bit [53:0]      unused1;
    bit       cclk_dis;
    bit       loop_back;
    bit       reinit;
    bit       unused0;
    bit       auto_clr;
    bit       drop;
    bit       up;
    bit       valid;
    bit [1:0]   id;
} com_lnkx_ctl_t;
typedef struct packed {
    bit [59:0]      unused;
    bit       fixed_pin;
    bit       fixed;
    bit [1:0]   id;
} com_node_t;
typedef struct packed {
    bit [7:0]       unused;
    bit [55:0]      data;
} tlkx_lnk_data_t;
typedef struct packed {
    bit             rcvd;
    bit [6:0]       unused;
    bit [55:0]      data;
} rlkx_lnk_data_t;
typedef struct packed {
    bit [63:2]      unused;
    bit [1:0]       sort;
} com_dual_sort_t;
typedef struct packed {
    bit [3:0]        ser_low;
    bit [17:0]       unused3;
    bit [9:0]        ser_limit;
    bit              cdr_dis;
    bit [3:0]        unused2;
    bit              trn_rxeq_only;
    bit              timer_dis;
    bit              trn_ena;
    bit [3:0]        ser_lane_ready;
    bit [3:0]        ser_lane_bad;
    bit [8:0]        unused1;
    bit              ser_lane_rev;
    bit              ser_rxpol_auto;
    bit              ser_rxpol;
    bit              ser_txpol;
    bit [1:0]        unused0;
    bit              ser_local;
} qlm_cfg_t;
endpackage
`timescale 1ns / 1ps
import lynxTypes::*;
module route_table #(
    parameter integer NUM_ENTRIES = 256,
    parameter integer INDEX_BITS = $clog2(NUM_ENTRIES)
) (
    input  logic                    aclk,
    input  logic                    aresetn,
    input  logic                    wr_en,
    input  logic [INDEX_BITS-1:0]   wr_index,
    input  logic [13:0]             wr_route_id,
    input  logic                    rd_en,
    input  logic [INDEX_BITS-1:0]   rd_index,
    output logic [13:0]             rd_route_id,
    output logic                    rd_valid
);
    logic [13:0] route_table [NUM_ENTRIES-1:0];
    logic [NUM_ENTRIES-1:0] valid_table;
    always_ff @(posedge aclk) begin
        if (~aresetn) begin
            valid_table <= '0;
        end else begin
            if (wr_en) begin
                route_table[wr_index] <= wr_route_id;
                valid_table[wr_index] <= 1'b1;
            end
        end
    end
    always_ff @(posedge aclk) begin
        if (~aresetn) begin
            rd_route_id <= '0;
            rd_valid <= 1'b0;
        end else begin
            if (rd_en) begin
                rd_route_id <= route_table[rd_index];
                rd_valid <= valid_table[rd_index];
            end else begin
                rd_valid <= 1'b0;
            end
        end
    end
endmodule

===== /design/flow/run.sh =====
#!/bin/bash
# OpenROAD 26Q1-2900-gdf79404cd8, Yosys 0.63+post, stock flow scripts
make -C /OpenROAD-flow-scripts/flow DESIGN_CONFIG=/design/flow/config.mk WORK_HOME=/design/flow/orfs finish

===== /design/flow/config.mk =====
export PLATFORM = sky130hd
export DESIGN_NAME = route_table
export DESIGN_NICKNAME = route_table
export VERILOG_FILES = /design/flow/design.v
export SDC_FILE = /design/flow/constraint.sdc
export NUM_CORES = 4
export LEC_CHECK = 1
export CORE_UTILIZATION = 50

===== /design/flow/constraint.sdc =====
current_design route_table

set clk_period 15.4
set clk_io_pct 0.2

create_clock -name clk0 -period $clk_period [get_ports {aclk}]

set non_clock_inputs [all_inputs -no_clocks]
set_input_delay [expr $clk_period * $clk_io_pct] -clock clk0 $non_clock_inputs
set_output_delay [expr $clk_period * $clk_io_pct] -clock clk0 [all_outputs]

==> flow_metrics.env <==
# yosys + openroad results
export IMPL_ioPinCount=49
export IMPL_syn_cell_area_um2=150000
export IMPL_holdPathStages=1
export IMPL_power_frac_seq=0.526
export IMPL_rows=200
export IMPL_p_sw_w=0.00467
export IMPL_worstPathMaxFanout=63
export IMPL_ys_types=71
export IMPL_grt_busiest_layer="met2"
export IMPL_ys_flops=3855
export IMPL_ir_worst_vdd_uv=110
export IMPL_reg2reg_slack_ns=12.22
export IMPL_antenna_left=0
export IMPL_max_cap_violations=0
export IMPL_syn_area_per_cell_um2=20.1
export IMPL_power_internal_w=0.0171
export IMPL_synthTopCellsByCount="edfxtp_1, mux4_2, nor2_1"
export IMPL_status="finished, final reports clean"
export IMPL_async_reset_ff_frac=0
export IMPL_combPwrFrac=0.047
export IMPL_swShare=0.214
export IMPL_ys_chip_area_um2=150000
export IMPL_use_met1=0.398
export IMPL_hp_class="reg -> reg"
export IMPL_met3_usage=0.221
export IMPL_crit_reg2reg_launch="route_table[30][9]"
export IMPL_period_used=0.512
export IMPL_warnings=29
export IMPL_synthCells=7430
export IMPL_synth_seq_area_share=0.756
export IMPL_cts_sinks=3855
export IMPL_overflow=0
export IMPL_clockBufferDepth=4
export IMPL_die_area_um2=301000
export IMPL_ff2ff_path_depth=7
export IMPL_path_class="in -> reg"
export IMPL_end_kind="flop"
export IMPL_dr_pass1_iters=6
export IMPL_grt_usage=0.309
export IMPL_fp_util=0.503
export IMPL_logic_area_um2=33700
export IMPL_die_y_um=549
export IMPL_ff_type="edfxtp_1"
export IMPL_postRouteWirelength_um=406000
export IMPL_slew_viol_final=0
export IMPL_crit_arrival_ns=8.70
export IMPL_cts_tree="yes"
export IMPL_ctsResizeCount=0
export IMPL_synth_top_cell_by_area="edfxtp_1"
export IMPL_place_gp_congestion=0.912
export IMPL_areaGrowthSynthToFinish_pct=13.0
export IMPL_edf_count=3584
export IMPL_cts_root_buf="clkbuf_16"
export IMPL_worstHoldEndpoint="valid_table[58]"
export IMPL_fin_crit_ns=7.89
export IMPL_hpwl_um=247000
export IMPL_grt_max_degree=100
export IMPL_tns_ns=0
export IMPL_grt_pass1_vias=81900
export IMPL_drt_iter0_drc=5238
export IMPL_slew_headroom=0.00929
export IMPL_hp_start="valid_table[58]"
export IMPL_post_drt_wl_per_cell_um=33.2
export IMPL_synth_dominant_cell_count="edfxtp_1"
export IMPL_grtUsageMet2=0.443
export IMPL_cts_buffers=393
export IMPL_clkLatencyLatePin_ns=0.96
export IMPL_ys_cells=7430
export IMPL_drt_vias_per_instance=6.17
export IMPL_ctsHoldBuffers=0
export IMPL_fillers=21400
export IMPL_worst_pin_slew_ns=1.48
export IMPL_antenna_found_initial=17
export IMPL_io_buffers=48
export IMPL_h_tree_depth=5
export IMPL_finalWorstSetupSlack_ns=7.51
export IMPL_grt_first_pass_wirelength_um=584000
export IMPL_post_place_ws_ns=6.48
export IMPL_clk_pin_slew_ns=0.06
export IMPL_fmax_mhz=127
export IMPL_power_frac_clock=0.427
export IMPL_r2r_end="rd_route_id[9]"
export IMPL_die_w_um=549
export IMPL_top_cells_by_area="edfxtp_1, mux4_2, dfxtp_1, mux2i_1, nor2_1"
export IMPL_register_area_um2=113000
export IMPL_via_count=75400
export IMPL_core_area_um2=297000
export IMPL_powerDensity_nw_per_um2=129
export IMPL_power_leakage_nw=54.0
export IMPL_drive_gt1_frac=0.238
export IMPL_finalClockSkew_ns=0.0656
export IMPL_top_area_frac=0.719
export IMPL_setup_viol_count_final=0
export IMPL_grt_setup_unrepaired="false"
export IMPL_critPathLaunchType="input pin"
export IMPL_drc_errors=0
export IMPL_yosysWarnings=2
export IMPL_hold_viol_final=0
export IMPL_post_cts_buffers=0
export IMPL_critical_path_required_ns=16.21
worst max path at each step:
| stage | start | endpoint | depth (start not counted) |
|---|---|---|---|
| global route | rd_index[0] | rd_route_id[10] | 13 |
| finish | rd_index[0] | rd_route_id[10] | 13 |
| CTS | rd_index[0] | rd_route_id[10] | 13 |
stage by stage:
stage | power (W) | area [um^2] | hold WS (ns) | util | std cells
3_3_place_gp | 0.0127 | 156000 | 0.441 | 0.526 | 11500
5_1_grt | 0.0224 | 169000 | 0.471 | 0.568 | 12200
6_report | 0.0218 | 169000 | 0.458 | 0.568 | 12200
4_1_cts | 0.0220 | 169000 | 0.461 | 0.568 | 12200
2_1_floorplan | 0.0122 | 150000 | 0.409 | - | 7430
3_5_place_dp | 0.0127 | 156000 | 0.447 | 0.526 | 11500
cell families (layout without fill, tap and decap cells):
kind of cell | after synthesis | in the layout | synth area share
other cells | 0 | 11 | 0
buf+inv | 470 | 1301 | 0.0201
flops | 3855 | 3855 | 0.756
compound gates | 868 | 868 | 0.0408
fa+ha+maj | 4 | 4 | 0.000335
simple gates | 978 | 978 | 0.0285
xor+xnor | 6 | 6 | 0.000351
mux | 1249 | 1249 | 0.154
layout make-up:
class	instances	area share
Multi-Input combinational cell	3105	0.199
Clock inverter	209	0.0124
Inverter	5	0.000170
Antenna cell	11	0.000163
Tap cell	3939	0.0292
Clock buffer	520	0.0627
Timing Repair Buffer	567	0.0271
Sequential cell	3855	0.669
registers in the layout, summed over array words and instances (netlist names):
register,flops
route_table,3584
valid_table,256
rd_route_id,14
rd_valid,1
layer usage:
metal,up-vias,part of all wire,wire [um]
li1,31700,-,-
met1,38300,0.31,128000
met2,4713,0.47,192000
met3,687,0.17,68600
met4,24,0.043,17400
met5,-,0.00096,391
placed cells by master (no fill, tap or decap), types with 61 or more instances in the layout:
master	instances
clkinv_2	66
nand2_1	168
a21oi_1	118
clkinv_1	77
clkbuf_1	100
a22oi_1	64
dfxtp_1	271
mux2i_1	399
mux4_2	837
o22ai_1	133
nor2b_1	61
o221ai_1	70
buf_4	511
edfxtp_1	3584
o21a_1	209
nor2_1	530
clkbuf_16	397
worst max-delay path: stages:
cell and delay [ns]:
buf_16 0.35, buf_4 0.56, buf_4 0.65, buf_12 0.48, buf_4 0.68, mux4_2 0.59, nand2_1 0.08, a21oi_1 0.11
a2111oi_1 1.25, buf_4 0.26, nor4_1 0.06, nand3_1 0.13, o211ai_1 0.11
power groups by stage:
stage	Sequential (W)	Clock (W)	Combinational (W)
CTS	0.0115	0.00946	0.00103
global route	0.0115	0.00986	0.00109
finish	0.0115	0.00932	0.00102
Power is estimated from default activity; no workload was simulated.
